==> flow/design.v <==
module SPI (        
    output  wire            SCLK,
    output  wire            MOSI,
    input   wire            CLK,
    input   wire            RST,
    input   wire            CPOL,
    input   wire            CPHA,
    input   wire            MISO,
    input   wire            Data_Valid,
    input   wire    [7:0]   Data,
    input   wire    [2:0]   div_by
);
wire    clk_div_c;
wire    enable_clk_c;
wire    clk_c;
wire    overflow_c;
wire    count_enable_c;
wire    load_c;
wire    shift_c;
clk_div U0_clk_div (
    .sel(div_by),
    .clk(CLK),
    .rst(RST),
    .sclk(clk_div_c)
);
mux U0_mux (
    .sel(enable_clk_c),
    .inputA(clk_div_c),
    .inputB(CPOL),
    .result(SCLK)
);
clk_logic U0_clk_logic (
    .CPHA(CPHA),
    .CPOL(CPOL),
    .clk_div(clk_div_c),
    .clk(clk_c)
);
counter U0_counter (
    .overflow(overflow_c),
    .count_enable(count_enable_c),
    .clk(clk_c),
    .rst(RST)
);
control_unit U0_control_unit (
    .clk(clk_c),
    .rst(RST),
    .data_valid(Data_Valid),
    .overflow(overflow_c),
    .enable_clk(enable_clk_c),
    .count(count_enable_c),
    .load(load_c),
    .shift(shift_c)
);
shift_reg U0_shift_reg (
    .clk(clk_c),
    .rst(RST),
    .load(load_c),
    .shift(shift_c),
    .serial_in(MISO),
    .serial_out(MOSI),
    .parallel_in(Data)
);
endmodule
module clk_div #(parameter COUNT_SIZE = 7)(
	input	wire	[2:0]	sel,
	input	wire			clk,
	input	wire			rst,
	output	wire			sclk
);
	reg	[COUNT_SIZE-1:0]	count_comb;
	reg	[COUNT_SIZE-1:0]	count;
	always @(posedge clk or negedge rst)
		begin
			if(!rst)
				begin
					count <= 'b0;
				end
			else
                begin
                    count <= count_comb;
				end
		end
    always @(*) 
        begin
            count_comb = count + 1'd1;
        end
    assign  sclk = count[sel];
endmodule
module clk_logic (
    output  wire    clk,
    input   wire    CPOL,
    input   wire    CPHA,
    input   wire    clk_div
);
    assign clk = (CPOL ^ CPHA)? ~clk_div : clk_div;
endmodule
module control_unit (
    output  reg    enable_clk,
    output  reg    shift,
    output  reg    load,
    output  reg    count,
    input   wire    clk,
    input   wire    rst,
    input   wire    data_valid,
    input   wire    overflow
);
    reg     [1:0]   current_state,
                    next_state;
    localparam [1:0]    IDLE    =   2'b00,
                        LOAD    =   2'b01,
                        TRANS   =   2'b10;
    always @(posedge clk or negedge rst) 
        begin
            if(!rst)
                begin
                    current_state <= IDLE;
                end
            else
                begin
                    current_state <= next_state;
                end
        end
    always @(*) 
        begin
            case(current_state)
                IDLE:
                    begin
                        enable_clk =    1'b0;
                        shift      =    1'b0;
                        load       =    1'b0;
                        count      =    1'b0;
                    end
                LOAD:
                    begin
                        enable_clk =    1'b1;
                        shift      =    1'b0;
                        load       =    1'b1;
                        count      =    1'b0;
                    end
                TRANS:
                    begin
                        enable_clk =    1'b1;
                        shift      =    1'b1;
                        load       =    1'b0;
                        count      =    1'b1;
                    end 
                default:
                    begin
                        enable_clk =    1'b0;
                        shift      =    1'b0;
                        load       =    1'b0;
                        count      =    1'b0;
                    end
            endcase
        end
    always @(*) 
        begin
            case(current_state)
                IDLE:
                    begin
                        if(!data_valid)
                            begin
                                next_state = IDLE;
                            end
                        else
                            begin
                                next_state = LOAD;
                            end
                    end
                LOAD:
                    begin
                        next_state <= TRANS;
                    end
                TRANS:
                    begin
                        if(!overflow)
                            begin
                                next_state = TRANS;
                            end
                        else if (data_valid)
                            begin
                                next_state = LOAD;
                            end
                        else
                            begin
                                next_state = IDLE;
                            end
                    end 
                default:
                    begin
                        next_state = IDLE;
                    end
            endcase
        end
endmodule
module counter (
    output  wire    overflow,
    input   wire    count_enable,
    input   wire    clk,
    input   wire    rst
);
    reg [3:0]   count;
    reg [3:0]   count_comb;
    always @(posedge clk or negedge rst) 
        begin
            if(!rst)
                begin
                    count <= 4'd0;
                end
            else if (count_enable)
                    if(count == 4'd8)
                        begin
                            count <= 4'd0;
                        end
                    else 
                        begin
                            count <= count_comb;
                        end
        end
    always @(*) 
        begin
            count_comb = count + 1'd1;
        end
    assign overflow = (count == 4'd8);
endmodule
module mux (
    output  wire    result,
    input   wire    inputA,
    input   wire    inputB,
    input   wire    sel
);
assign  result  = (sel) ? inputA : inputB;
endmodule
module shift_reg (
    output  wire            serial_out,
    input   wire    [7:0]   parallel_in,
    input   wire            serial_in,
    input   wire            shift,
    input   wire            load,
    input   wire            clk,
    input   wire            rst
);
    reg     [7:0]   data;
    wire    [7:0]   data_next;
    always @(posedge clk or negedge rst) 
        begin
            if(!rst)
                begin
                    data <= 8'b0;
                end
            else 
                if (load)
                    begin
                        data <= parallel_in;
                    end
                else if (shift)
                    begin
                        data <= data_next;
                    end
        end
    assign  data_next   = {serial_in,data[7:1]};
    assign  serial_out  = data[0];
endmodule
==> flow/run.sh <==
#!/bin/bash
# OpenROAD 26Q1-2900-gdf79404cd8, Yosys 0.63+post, stock flow scripts
make -C /OpenROAD-flow-scripts/flow DESIGN_CONFIG=/design/flow/config.mk WORK_HOME=/design/flow/orfs finish
==> flow/config.mk <==
export PLATFORM = sky130hd
export DESIGN_NAME = SPI
export DESIGN_NICKNAME = SPI
export VERILOG_FILES = /design/flow/design.v
export SDC_FILE = /design/flow/constraint.sdc
export NUM_CORES = 4
export LEC_CHECK = 1
export CORE_AREA = 10 10 94 94
export DIE_AREA = 0 0 104 104
==> flow/constraint.sdc <==
current_design SPI

set clk_period 2.9
set clk_io_pct 0.2

create_clock -name clk0 -period $clk_period [get_ports {CLK}]

set non_clock_inputs [all_inputs -no_clocks]
set_input_delay [expr $clk_period * $clk_io_pct] -clock clk0 $non_clock_inputs
set_output_delay [expr $clk_period * $clk_io_pct] -clock clk0 [all_outputs]
==> out/metrics.csv <==
stage;metric;value;unit
sta;post-route minimum period;2772;ps
sta;final hold slack;474.7;ps
global_routing;All-Layer GR Usage;0.03922;
worst_setup_path;max incr delay on CP;560;ps
logic_synthesis;post-synthesis cell type count;24;
floorplan;Ports;19;
logic_synthesis;Mapped Cells;100;
worst_setup_path;Buf/Inv on CP;2;
sta;final setup TNS;0;ps
logic_synthesis;Synth Register Bits;22;
finish;layout cells sized above 1;0.05833;
floorplan;Initial Util;0.1526;
route;drt wl/cell;9.338;µm
worst_setup_path;crit path max fanout;5;
logic_synthesis;ys cells;100;
sta;Slew headroom;0.5318;
flow_run;Tool Warnings;26;
outcome;status;complete, no violations;
sta;Worst Max-Slew Pin Slew;702.3;ps
worst_setup_path;CP Cell Sequence;clkdlybuf4s50_1 > nand2_1 > o221ai_1 > o311ai_2 > o21ai_1 > clkdlybuf4s50_1;
hold_path;hold path depth;1;
worst_setup_path;reg-to-reg startpoint;U0_clk_div.count[1]$_DFF_PN0_;
sta;FMAX;360.7;MHz
finish;most frequent logic cell in the layout;dfrtp_1;
worst_setup_path;CP Capture Type;primary output;
logic_synthesis;Syn Area/Cell;10.42;µm²
placed_design;placer congestion estimate;0.7895;
worst_setup_path;worst r2r dst;U0_clk_div.count[6]$_DFF_PN0_;
route;Via Count;750;
worst_setup_path;critical path class;in -> out;
floorplan;Placement Rows;30;
cts;Max clock buf depth;2;
worst_setup_path;Worst Reg2Reg Path Length in Cells;4;
sta;number of hold violations in the final report;0;
finish;most frequent cells in the layout;dfrtp_1, nand2_1, clkdlybuf4s50_1;
sta;Layout Skew;1.898;ps
floorplan;Die Ht;104;µm
cts;H-tree depth;1;
cts;CTS Buf Count;3;
logic_synthesis;post-synthesis cell area;1042;µm²
flow_run;Max-cap violations;0;
logic_synthesis;Post-synth seq share;0.5294;
global_routing;initial antenna violation count;0;
global_routing;largest net degree at the start of global routing;23;
cts;post-CTS setup buffer count;0;
sta;register pins left without a clock;15;
cts;TritonCTS clock tree;yes;
global_routing;GRT overflow;0;
worst_setup_path;CP delay by family, top;buffers and inverters;
hold_path;hold path start;U0_clk_div.count[6]$_DFF_PN0_;
sta;max-slew violations;0;
floorplan;chip area;10820;µm²
worst_setup_path;most frequent CP cell;clkdlybuf4s50_1;
sta;endpoints left unconstrained;16;
route;TritonRoute pass-1 iters;4;
sta;Final setup viols;0;
route;Via density;3.472;
global_routing;first-pass GRT wire length;3726;µm
cts;Latency at later pin;220;ps
placed_design;Place WS;58.82;ps
global_routing;vias in the first global route;812;
cts;Clock Tree Root;clkbuf_8;
route;ANT cells;0;
logic_synthesis;tally of yosys warning messages;4;
worst_setup_path;Worst Setup Start Kind;primary input;
worst_setup_path;arrival time worst endpoint;2190;ps
pwr;P per Cell Area;284.0;nW/µm²
sta;unrepaired setup endpoints after global routing;false;
worst_setup_path;Crit-path slowest cell;clkdlybuf4s50_1;
sta;fin crit share;0.9559;
floorplan;Die Span X;104;µm
hold_path;worst hold path class;reg -> reg;
placed_design;I/O Buffers;18;
hold_path;Hold Path Sink;U0_clk_div.count[6]$_DFF_PN0_;
sta;final setup margin;128.0;ps
route;final antenna-violating net count;0;
floorplan;core area;6832;µm²
worst_setup_path;reg2reg setup slack;1740;ps
route;# DRC;0;
cts;CTS clock-pin slew for the worst setup and hold paths;40;ps
worst_setup_path;Critical Path RT;2320;ps
placed_design;post-DP HPWL;1569;µm
logic_synthesis;chip area in the Yosys report;1042;µm²
pwr;worst vdd ir;0.2503;mV
route;WL final;2017;µm
pwr;P_leak;0.5588;nW
finish;Layout area overhead;32.89;%
route;drt initial violations;19;
==> power by group <==
part / internal (mW) / total [mW] / switching (mW)
registers: 0.148 / 0.167 / 0.0192
logic: 0.0522 / 0.0937 / 0.0415
clock network: 0.0947 / 0.132 / 0.0374
==> final cells by class <==
class | count | area, µm²
multi-input combinational | 71 | 459.2
inverter | 3 | 11.26
clock buffer | 4 | 45.04
tap | 96 | 120.1
fill | 756 | 5446
timing repair buffer | 20 | 197.7
sequential | 22 | 551.8
==> flip-flops by register name (all words and copies together) (netlist names) <==
signal / cells
U0_shift_reg.data: 8
U0_clk_div.count: 7
U0_control_unit.current_state: 3
U0_counter.count: 4
==> worst max-delay path by stage <==
stage	from	to	slack (ps)	cells past startpoint
finish	div_by[0]	SCLK	130	6
global route	div_by[0]	SCLK	1	6
CTS	div_by[2]	SCLK	60	6
==> routing by layer <==
| layer | up-vias | GRT usage | routed length (µm) |
|---|---|---|---|
| met5 | - | 0 | 0 |
| met4 | 0 | 0.001988 | 0 |
| met3 | 0 | 0.008772 | 115 |
| met2 | 24 | 0.06216 | 884 |
| met1 | 342 | 0.05594 | 1017 |
| li1 | 384 | - | - |
==> cells by family after synthesis <==
logic type / synth area share
flip-flops: 0.5294
AND/OR/NAND/NOR: 0.1285
buffers and inverters: 0.03001
XOR/XNOR: 0.05882
adder cells (fa/ha/maj): 0.03602
AND-OR/OR-AND: 0.1213
multiplexers: 0.09604
==> Yosys cell counts <==
cell | count | area share
and3_1 | 2 | 0.012
o221ai_1 | 1 | 0.0084
o21ai_1 | 2 | 0.0096
clkbuf_1 | 2 | 0.0072
nand2b_1 | 2 | 0.012
nand3b_1 | 1 | 0.0072
nor2b_1 | 1 | 0.0060
dfrtp_1 | 21 | 0.50
o21ai_0 | 14 | 0.067
mux2i_1 | 10 | 0.096
dfstp_2 | 1 | 0.025
o311ai_2 | 1 | 0.016
xnor2_1 | 4 | 0.034
o211ai_1 | 1 | 0.0072
buf_2 | 1 | 0.0048
nand3_1 | 4 | 0.019
a22o_1 | 1 | 0.0084
ha_1 | 3 | 0.036
nand2_1 | 17 | 0.061
xor2_1 | 3 | 0.025
buf_4 | 1 | 0.0072
a21oi_1 | 1 | 0.0048
nor2_1 | 3 | 0.011
inv_1 | 3 | 0.011
==> stage by stage <==
step	total power [mW]	std cells	cell area, µm²	util
finish	0.3933	216	1385	0.2027
global route	0.4240	216	1385	0.2027
CTS	0.3995	216	1383	0.2024
detailed placement	0.2652	212	1338	0.1958
global placement	0.2637	212	1338	0.1958
floorplan	0.2122	100	1042	-
==> what timing repair did <==
action | in CTS | in global routing
hold buffers | 0 | 0
gates resized | 0 | 1
setup endpoints to repair | 0 | 1
Power figures rest on the tool's default switching activity, not on a simulated workload.
